<file path="flow/config.mk">
export PLATFORM = sky130hd
export DESIGN_NAME = buttonDebouncer
export DESIGN_NICKNAME = buttonDebouncer
export VERILOG_FILES = /design/flow/design.v
export SDC_FILE = /design/flow/constraint.sdc
export NUM_CORES = 4
export LEC_CHECK = 1
export CORE_UTILIZATION = 40
</file>
<file path="flow/constraint.sdc">
current_design buttonDebouncer

set clk_period 6.5
set clk_io_pct 0.2

create_clock -name clk0 -period $clk_period [get_ports {clk}]

set non_clock_inputs [all_inputs -no_clocks]
set_input_delay [expr $clk_period * $clk_io_pct] -clock clk0 $non_clock_inputs
set_output_delay [expr $clk_period * $clk_io_pct] -clock clk0 [all_outputs]
</file>
<file path="flow/design.v">
module buttonDebouncer(
    input logic clk, button,
    output logic buttonOut
);
    integer timer = 0;
    typedef enum logic [1:0] {idleState, debounceState, stallState} stateType;
    stateType [1:0] state = idleState;
    always_ff @(posedge clk) begin
        case (state)
            idleState: begin
                buttonOut <= 0;
                if(button) begin
                    state <= debounceState;
                end else if (!button) begin
                    state <= idleState;
                end
            end
            debounceState: begin
                timer <= timer+1;
                if(timer >= 20000)begin
                    timer <= 0;
                    buttonOut <= 1;
                    state <= stallState;
                end
            end
            stallState: begin
                buttonOut <= 0;
                if(button) begin
                    buttonOut <= 0;
                end else begin
                    state <= idleState;
                end
            end
        endcase
    end
endmodule
</file>
<file path="flow/run.sh">
#!/bin/bash
# OpenROAD 26Q1-2900-gdf79404cd8, Yosys 0.63+post, stock flow scripts
make -C /OpenROAD-flow-scripts/flow DESIGN_CONFIG=/design/flow/config.mk WORK_HOME=/design/flow/orfs finish
</file>
==> summary.rpt <==
=====================================================================================================
Hold-critical path endpoint                                                                 timer[31]
Fraction of synthesized area in multiplexers                                                       0%
Start-to-end type of the worst setup path                                                  reg -> out
Core area                                                                                   5070 um^2
Synthesized-area fraction occupied by ao, oa, aoi and oai cells                                 11.2%
Ports                                                                                               3
Synthesized area                                                                            2100 um^2
CP Capture Type                                                                          primary output
Maximum buffer depth of the clock tree                                                              2
Worst Hold Class                                                                           reg -> reg
Number of buffers inserted to repair setup after CTS                                                0
Post-route worst setup slack                                                                  4140 ps
Final Setup Violations                                                                              0
Clock tree from TritonCTS                                                                       built
Register area                                                                               1050 um^2
Clock skew                                                                                    7.35 ps
Hold violation total from the final report                                                          0
GRT Total Usage                                                                                 17.2%
Vias per Instance                                                                                5.54
Area fraction of the dominant cell type after synthesis                                         50.0%
Minimum setup slack after placement                                                           4160 ps
Setup repair after global routing missed its margin                                             false
Pin count of the biggest net entering global routing                                               29
Number of synthesis warnings                                                                        1
ANT cells                                                                                           0
Worst path max stage delay                                                                     460 ps
Leakage power total                                                                       0.000678 uW
Startpoint of the most critical hold path                                                   timer[31]
Count of distinct cell types in the synthesized netlist                                            35
Inserted Clock Buffers                                                                              5
Yosys Chip Area                                                                             2100 um^2
Setup slack on the worst flop-to-flop path                                                    4140 ps
Share of total power in sequential cells                                                        54.6%
Wire length of the first global-routing pass                                                  7040 um
Non-filler cells in the finished layout                                                           276
Top cell family by delay on the critical path                                            buffers and inverters
Fraction of final layout cells sized beyond drive strength 1                                    6.80%
Initial core utilization                                                                        41.4%
Number of core rows                                                                                26
Final sum of negative setup slack                                                                0 ps
Detailed-routing iteration count for the pre-antenna-repair pass                                    4
RR Endpoint                                                                                 timer[20]
Clk Tree Root Cell                                                                       sky130_fd_sc_hd__clkbuf_8
Shortest clock period the worst path allows after layout                                      2360 ps
Final routed wirelength across all metal layers                                               3980 um
Gp weighted congestion                                                                          0.823
Count of buffer and inverter cells on the critical path                                             1
Reg clk slew, reported paths                                                                    70 ps
Clock network fraction of total power                                                           16.8%
Slew @ Worst Pin                                                                               827 ps
Cell depth of the worst flop-to-flop path                                                           4
Floorplan die width                                                                           74.5 um
Number of synthesized register bits                                                                35
Detailed-route via count                                                                        1,530
Peak clock frequency supported by timing                                                    0.424 GHz
Crit. Startpoint                                                                            buttonOut
Mean Syn Cell Area                                                                          10.4 um^2
Synthesized-area fraction occupied by xor and xnor cells                                        5.84%
Areal power density over the cells                                                        391 nW/um^2
Hold path depth                                                                                     1
Die area                                                                                    5550 um^2
OpenROAD warning count                                                                             30
Tally of filler cells in the layout                                                               503
Number of max-slew violations in the final report                                                   0
Maximum level of the CTS H-tree                                                                     2
Remaining design rule violation count                                                               0
Design internal power                                                                          560 uW
Dominant kind of combinational cell                                                      simple AND/OR/NAND/NOR gates
Later-pin clock latency in the skew report                                                     280 ps
Routed len/inst                                                                               14.4 um
DP Cell Count                                                                                     268
Highest ir drop seen on vdd                                                                  0.185 mV
Sinks on Clock Net                                                                                 35
Synth area leader                                                                        sky130_fd_sc_hd__edfxtp_1
Placed wire-length estimate                                                                   2620 um
Via count of the first global-routing pass                                                      1,507
Required time of the critical path                                                            5200 ps
Combinational Power Share                                                                       28.6%
Post-cts gate resize count                                                                          0
Maximum fanout encountered on the critical timing path                                              1
Antenna violations before repair                                                                    0
Switching Power                                                                                328 uW
Data arrival at the endpoint of the critical path                                             1060 ps
Final clock period utilization by the worst path                                                36.3%
Slew headroom                                                                                   44.9%
Top cells by area, synth                                                                 sky130_fd_sc_hd__edfxtp_1 50%, sky130_fd_sc_hd__or4_1 5.0%, sky130_fd_sc_hd__o31ai_1 4.3%
First DRT Iteration DRCs                                                                          106
Crit start category                                                                          register
Simple-gate share of the synthesized area                                                       25.8%
Post-cts hold buffer count                                                                          0
Sum of overflow across all layers after global routing                                              0
Cells after Synth                                                                                 202
Number of max-cap violations                                                                        0
Status                                                                                   finished clean
Area of the multi-input gates                                                                983 um^2
Residual antenna-violating net count after detailed routing                                         0
Switching share of power                                                                        37.0%
Cell Chain, Critical Path                                                                clkdlybuf4s50_1
Sequential element share of the synthesized area                                                50.0%
Share of the core filled with cells                                                             44.7%
IO buf count                                                                                        2
Post-synthesis share of cell area spent on full adders, half adders and majority gates          3.57%
Cell with the biggest individual delay on the critical path                              sky130_fd_sc_hd__clkdlybuf4s50_1
Vertical die dimension                                                                        74.5 um
Startpoint of the worst-slack reg-to-reg timing path                                        timer[10]
Ys cells                                                                                          202
Area overhead of the layout relative to synthesis                                               8.10%
=====================================================================================================
[layer usage]
metal	share of wire, %	global-route usage (%)	vias to the layer above
met2	43	27.3	17
met4	1.1	2.52	0
li1	-	-	789
met3	3.4	3.16	5
met1	53	26.7	719
met5	0	0	-
[how the worst max path moves through the flow]
| stage | endpoint | slack, ps | depth (start not counted) |
|---|---|---|---|
| final | buttonOut | 4140 | 1 |
| after global routing | timer[30] | 4020 | 4 |
| after CTS | buttonOut | 4120 | 1 |
[metrics by stage]
step	hold slack [ps]	power, uW	area [um^2]
floorplan	568	659	2100
global placement	629	742	2190
detailed placement	632	743	2190
CTS	654	896	2270
global route	684	961	2270
finish	641	888	2270
[power groups by stage]
stage | logic (uW) | clock network, uW | registers [uW]
4_1_cts | 257 | 155 | 484
5_1_grt | 293 | 165 | 502
6_report | 254 | 149 | 485
[sequential cells by signal (all words and copies together) (netlist names)]
| signal | count |
|---|---|
| timer | 32 |
| state | 2 |
| buttonOut | 1 |
[Yosys cell counts]
cell                        n
sky130_fd_sc_hd__or2_2      1
sky130_fd_sc_hd__nand4_1    8
sky130_fd_sc_hd__buf_2      2
sky130_fd_sc_hd__o31a_1     1
sky130_fd_sc_hd__or4b_2     1
sky130_fd_sc_hd__or4b_1     1
sky130_fd_sc_hd__nor2_1    21
sky130_fd_sc_hd__nand4_2    2
sky130_fd_sc_hd__o31ai_1   12
sky130_fd_sc_hd__nor4bb_1   1
sky130_fd_sc_hd__nor2b_1    2
sky130_fd_sc_hd__or3_2      1
sky130_fd_sc_hd__and4_1     3
sky130_fd_sc_hd__and2_1     2
sky130_fd_sc_hd__nand2_1   12
sky130_fd_sc_hd__or4_1     14
sky130_fd_sc_hd__o21a_1     2
sky130_fd_sc_hd__a41oi_1    1
sky130_fd_sc_hd__a21oi_1   16
sky130_fd_sc_hd__a21bo_2    1
sky130_fd_sc_hd__and3_1     1
sky130_fd_sc_hd__o41ai_1    2
sky130_fd_sc_hd__or3_1      3
sky130_fd_sc_hd__nor4_1     8
sky130_fd_sc_hd__ha_1       6
sky130_fd_sc_hd__edfxtp_1  35
sky130_fd_sc_hd__clkbuf_1   5
sky130_fd_sc_hd__inv_1      9
sky130_fd_sc_hd__buf_6      1
sky130_fd_sc_hd__o21ai_0    1
sky130_fd_sc_hd__nand4b_1   1
sky130_fd_sc_hd__nand3_1    9
sky130_fd_sc_hd__xor2_1     5
sky130_fd_sc_hd__xnor2_1    9
sky130_fd_sc_hd__nor3_1     3
[cell usage in the layout, fill, tap and decap left out, types with 2 or more instances in the layout]
cell type	n
sky130_fd_sc_hd__edfxtp_1	35
sky130_fd_sc_hd__nor2_1	21
sky130_fd_sc_hd__a21oi_1	16
sky130_fd_sc_hd__or4_1	14
sky130_fd_sc_hd__nand2_1	12
sky130_fd_sc_hd__o31ai_1	12
sky130_fd_sc_hd__inv_1	9
sky130_fd_sc_hd__nand3_1	9
sky130_fd_sc_hd__xnor2_1	9
sky130_fd_sc_hd__nand4_1	8
sky130_fd_sc_hd__nor4_1	8
sky130_fd_sc_hd__ha_1	6
sky130_fd_sc_hd__xor2_1	5
sky130_fd_sc_hd__clkbuf_8	5
sky130_fd_sc_hd__or3_1	3
sky130_fd_sc_hd__nor3_1	3
sky130_fd_sc_hd__and4_1	3
sky130_fd_sc_hd__nor2b_1	2
sky130_fd_sc_hd__o21a_1	2
sky130_fd_sc_hd__nand4_2	2
sky130_fd_sc_hd__and2_1	2
sky130_fd_sc_hd__o41ai_1	2
sky130_fd_sc_hd__clkinv_1	2
sky130_fd_sc_hd__clkdlybuf4s50_1	2
sky130_fd_sc_hd__buf_4	2
[kinds of logic (layout without fill, tap and decap cells)]
kind of cell / Yosys count / count (layout)
buf+inv: 17 / 21
compound gates: 36 / 36
xor+xnor: 14 / 14
flops: 35 / 35
fa+ha+maj: 6 / 6
simple gates: 94 / 94
[area by class of cell]
type	instances	share of cell area [%]
Multi-Input combinational cell	150	43.3
Inverter	9	1.49
Tap cell	70	3.86
Clock buffer	6	3.20
Timing Repair Buffer	4	1.54
Clock inverter	2	0.331
Sequential cell	35	46.3
Power is estimated from default activity; no workload was simulated.
